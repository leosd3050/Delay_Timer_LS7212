## design/flow/constraint.sdc

```tcl
current_design delay_timer_ls7212

set clk_period 1.0
set clk_io_pct 0.2

create_clock -name clk0 -period $clk_period [get_ports {clk}]

set non_clock_inputs [all_inputs -no_clocks]
set_input_delay [expr $clk_period * $clk_io_pct] -clock clk0 $non_clock_inputs
set_output_delay [expr $clk_period * $clk_io_pct] -clock clk0 [all_outputs]
```

## design/flow/design.v

```verilog
`timescale 1ns / 1ps
module delay_timer_ls7212(
	input [7:0] wb,  
      input clk,  
      input reset,  
      input trigger,  
      input mode_a, mode_b,  
      output reg delay_out_n  
    );
	 reg[7:0] PULSE_WIDTH ;  
	 reg [7:0] DELAY;  
	 reg [7:0] TIMER=0;  
	 reg trigger_sync_1=0,trigger_sync_2=0;  
	 wire trigger_rising,trigger_falling;  
	 reg timer_start=0,out_low=0;  
	 wire timer_clear2,timer_clear3,timer_clear;  
	 reg [1:0] mode;  
	 reg reset_timer1=0,reset_timer2=0,reset_timer=0;  
	 wire reset_timer3,reset_det;  
	 reg reset_det1=0,reset_det2=0;  
	 always @(posedge clk)  
	 begin  
		  trigger_sync_1 <= trigger;  
		  trigger_sync_2 <= trigger_sync_1; 
		  reset_timer1 <= reset_timer;  
		  reset_timer2 <= reset_timer1;  
		  reset_det1 <= reset;  
		  reset_det2 <= reset_det1;  
	 end  
	 assign trigger_rising = trigger_sync_1 & (~trigger_sync_2);   
	 assign trigger_falling = trigger_sync_2 & (~trigger_sync_1);   
	 assign reset_timer3 = reset_timer1 & (~reset_timer2);  
	 assign reset_det = reset_det2 & (~reset_det1);  
	 always @(trigger_rising,trigger_falling,mode_a,mode_b,wb)  
	 begin  
			if(trigger_falling == 1 || trigger_rising == 1) begin  
				  PULSE_WIDTH = wb;  
				  DELAY = (2*wb + 1)/2;  
				  mode = {mode_a,mode_b};  
			end  
	 end  
	 always @(mode,reset,trigger_falling,trigger_rising,TIMER,reset,trigger,PULSE_WIDTH,DELAY,reset_det)  
	 begin  
			case(mode)  
				 2'b00:  
							  begin  
									 if(reset) begin  
											out_low <= 0;  
											timer_start <= 0;  
											reset_timer <= 1;  
									 end  
									 else if(trigger_rising==1) begin  
											out_low <= 1;  
											timer_start <= 1;  
											reset_timer <= 1;  
											end  
									 else if(TIMER>=PULSE_WIDTH) begin  
											out_low <= 0;  
											timer_start <= 0;  
											reset_timer <= 1;  
									 end  
							  end  
				 2'b01:  
							  begin  
									 if(reset) begin  
											out_low <= 0;  
											timer_start <= 0;  
											reset_timer <= 1;  
									 end  
									 else if(reset_det==1 && trigger==1) begin  
											timer_start <= 1;  
											reset_timer <= 0;  
									 end  
									 else if(trigger_rising==1) begin  
											timer_start <= 1;  
											reset_timer <= 0;  
											end  
									 else if(trigger_falling==1 || trigger == 0) begin  
											out_low <= 0;  
											reset_timer <= 1;  
											timer_start <= 0;  
									 end  
									 else if(TIMER >= DELAY) begin  
											out_low <= 1;  
											timer_start <= 0;  
											reset_timer <= 1;  
									 end  
							  end       
				 2'b10:  
							  begin  
									 if(reset) begin  
											out_low <= 0;  
											timer_start <= 0;  
											reset_timer <= 1;  
									 end  
									 else if(trigger_rising==1 || trigger == 1) begin  
											out_low <= 1;  
									 end  
									 else if(trigger_falling==1 ) begin  
											timer_start <= 1;  
											reset_timer <= 0;  
											end  
									 else if(TIMER>=DELAY) begin  
											out_low <= 0;  
											timer_start <= 0;  
											reset_timer <= 1;  
									 end  
							  end       
				 2'b11:  
							  begin  
									 if(reset) begin  
											out_low <= 0;  
											timer_start <= 0;  
											reset_timer <= 1;  
									 end  
									 else if(reset_det==1 && trigger==1) begin  
											timer_start <= 1;  
											reset_timer <= 0;  
									 end  
									 else if(trigger_falling==1 || trigger_rising==1 ) begin  
											timer_start <= 1;  
											reset_timer <= 0;  
											end  
									 else if(TIMER>=DELAY) begin  
											out_low <= trigger;  
											timer_start <= 0;  
											reset_timer <= 1;  
									 end  
							  end  
			endcase  
	 end  
	 always @(posedge clk or posedge timer_clear)  
	 begin  
		 if(timer_clear)   
				TIMER <= 0;  
		 else if(timer_start)  
				TIMER <= TIMER + 1;  
	 end  
	 assign timer_clear = reset_timer3 | trigger_rising == 1 | timer_clear3 ;  
	 assign timer_clear2 = (trigger_rising == 1)|(trigger_falling == 1);  
	 assign timer_clear3 = timer_clear2 & (mode == 2'b11);  
	 always @(posedge clk)	 
	 begin  
			if(out_low == 1)  
				  delay_out_n <= 0;  
			else  
				  delay_out_n <= 1;  
	 end  
endmodule
```

## design/flow/run.sh

```bash
#!/bin/bash
# OpenROAD 26Q1-2900-gdf79404cd8, Yosys 0.63+post, stock flow scripts
make -C /OpenROAD-flow-scripts/flow DESIGN_CONFIG=/design/flow/config.mk WORK_HOME=/design/flow/orfs finish
```

## design/flow/config.mk

```make
export PLATFORM = sky130hd
export DESIGN_NAME = delay_timer_ls7212
export DESIGN_NICKNAME = delay_timer_ls7212
export VERILOG_FILES = /design/flow/design.v
export SDC_FILE = /design/flow/constraint.sdc
export NUM_CORES = 4
export LEC_CHECK = 1
export CORE_AREA = 10 10 87 87
export DIE_AREA = 0 0 97 97
```

==> Changelog: implementation <==
## Implementation

* Inserted Clock Buffers at 3
* Logic pwr share at 39.9%
* Hold depth at 0
* Syn_area_per_cell at 9.53 sq um
* DIE HEIGHT at 97 microns
* Cycle use final at 104%
* DRT iter0 DRCs at 26
* Max Cap Viol at 0
* Reg2Reg Depth at 2
* Initial antenna violation count at 0
* CP Max Fanout at 3
* Drt pass-1 iters at 4
* Fin. Hold Viols at 0
* Chip Area, Yosys at 1100 sq um
* P_int at 1590 uW
* Relative slew slack at 78.9%
* Yosys top cell area share at 18.3%
* # setup viols final at 1
* Final WL at 1.96 mm
* Number of unconstrained endpoints at 15
* Vias in the first global route at 816
* Root buffer cell: clkbuf_8
* Fp_density at 19.4%
* Die area at 9410 sq um
* Worst setup SP type: flop
* Gr ovfl total at 0
* Tool warnings at 29
* Placed cell count at 213
* Largest net degree at the start of global routing at 12
* Register pins left without a clock at 13
* Core box area at 5640 sq um
* Clock transition at path regs at 0.06 ns
* Worst slack, placed at -0.0625 ns
* Yosys aoi share at 11.5%
* Main area contributors: dfrtp_1, dlxtn_1, dfxtp_1
* Global placement routability congestion at 0.843
* Worst EP required at 1.13 ns
* Asr flop ratio synth at 28.6%
* Worst-Skew Late Latency at 0.24 ns
* Unrepaired setup endpoints after global routing: true
* Post-synthesis simple-gate area fraction at 14.3%
* Hold EP: reset_det2$_DFF_P_
* Max Fclk at 963 MHz
* Top cells by count: inv_1, dlxtn_1, ha_1, nor2_1, dfrtp_1
* Critical path class: flop to flop
* Io pins at 14
* Reg2reg end: TIMER[1]$_DFFE_PP0P_
* Cells in synth_stat.txt at 115
* Worst r2r src: TIMER[1]$_DFFE_PP0P_
* Unique cell types at 30
* Primary FF master, synth: dlxtn_1
* XOR Share, Synth at 5.59%
* Post-Synth Adder-Cell Area at 12.6%
* Sw Pwr at 626 uW
* Setup crit end kind: flop
* Placed cell areas at 1460 sq um
* Clock share of power at 21.2%
* First-pass GRT wire length at 3.45 mm
* Status: finished with violations
* Fin worst setup slack at -0.0380 ns
* P&R area growth vs syn at 40.8%
* Synth warnings at 1
* Bufs on Longest Clock Path at 2
* Layout cell share with drive strength beyond 1 at 20.3%
* Total GRT Usage at 4.07%
* HP Class: flop to flop
* Power per cell area at 1430 nW/um^2
* Synth mux share at 1.03%
* Routed length per placed instance at 8.90 microns
* DP HPWL at 1.64 mm
* Ant. Diodes at 0
* Dominant kind of combinational cell: simple AND/OR/NAND/NOR gates
* Fin. max-slew vios at 0
* Via Count at 840
* Violated checks: setup timing
* Synthesized registers at 28
* Clock period minus final worst setup slack at 1.04 ns
* R2R setup slack at -0.04 ns
* Worst EP arrival at 1.16 ns
* P_leak at 0.000732 uW
* Worst Max-Slew Pin Slew at 0.316 ns
* Delay-heaviest family, CP: flip-flops
* Worst-path cell chain: ha_2, mux2_4
* CP max stage delay at 0.39 ns
* Synth Instances at 115
* Routed Antenna Nets at 0
* CP startpoint: TIMER[1]$_DFFE_PP0P_
* Finished Cell Area at 1540 sq um
* Post-cts hold-fix buffer tally at 0
* Sum of buffers and inverters on the critical path at 0
* Hold path startpoint: reset_det1$_DFF_P_
* Register share of total power at 38.8%
* IR drop worst, VDD at 0.449 mV
* DR DRC count at 0
* CP max-delay cell: dfrtp_1
* Width of the chip at 97 microns
* Cell Area, Synth at 1100 sq um
* Switching Fraction at 28.3%
* Number of enable flip-flop cells at 0
* Num rows at 27
* Port bufs at 13
* Vias/cell at 3.82
* Area leader, netlist: dfrtp_1
* Clk_skew at 0.00144 ns
* TritonCTS clock tree: yes
* FILL cells at 579
* Most numerous cell in the Yosys netlist: inv_1
* H-tree Lvls at 1
* Non-filler instance count after layout at 220
-- power by group through the flow --
stage / sequential [uW] / combinational, uW / clock, uW
after CTS: 856 / 851 / 492
after global routing: 876 / 1010 / 520
final: 859 / 884 / 470
-- worst max path at each step --
stage	to	slack (ns)	cells past startpoint
final	TIMER[1]$_DFFE_PP0P_	-0.04	2
after global routing	TIMER[7]$_DFFE_PP0P_	-0.06	4
after CTS	TIMER[1]$_DFFE_PP0P_	-0.05	2
-- layer usage --
metal | up-vias | track usage, % | part of all wire (%)
li1 | 456 | - | -
met4 | 0 | 0.902 | 2.0
met3 | 2 | 0.573 | 2.9
met5 | - | 0 | 0
met1 | 363 | 5.82 | 53
met2 | 19 | 6.34 | 42
-- through the flow --
step,util (%),power [uW],hold slack (ns),TNS (ns)
floorplan,-,1250,0.228,-0.0499
global placement,25.8,1630,0.337,-0.0422
detailed placement,25.8,1630,0.345,-0.0625
CTS,27.0,2200,0.356,-0.0544
global route,27.3,2410,0.364,-0.245
finish,27.3,2210,0.352,-0.0380
-- timing repair --
item,4_1_cts,5_1_grt
endpoints found under the setup margin,4,6
pin swaps,3,4
buffers inserted,3,0
resized,1,7
-- logic make-up (layout without fill, tap and decap cells) --
group	after synthesis	in the layout
AND-OR/OR-AND	20	20
multiplexers	1	1
latches	13	13
buffers and inverters	16	49
adder cells (fa/ha/maj)	11	11
flip-flops	15	15
AND/OR/NAND/NOR	32	32
XOR/XNOR	7	7
-- layout make-up --
| class | count | area, sq um | share of cell area (%) |
|---|---|---|---|
| well taps | 72 | 90.1 | 5.84 |
| clock buffers | 4 | 45.0 | 2.92 |
| flip-flops and latches | 28 | 537 | 34.8 |
| repair buffers | 30 | 270 | 17.5 |
| inverters | 15 | 56.3 | 3.65 |
| multi-input cells | 71 | 544 | 35.3 |
-- layout by cell type (no fill, tap or decap), types with 2 or more instances in the layout --
master	instances
buf_4	16
inv_1	14
dlxtn_1	13
clkdlybuf4s50_1	12
nor2_1	9
ha_1	9
dfrtp_1	8
o21ai_0	7
nand2_1	6
dfxtp_1	6
xnor2_1	4
nand4_1	4
a21oi_1	4
xor2_1	3
clkbuf_8	3
nor2b_1	2
a2bb2oi_1	2
Power figures rest on the tool's default switching activity, not on a simulated workload.
